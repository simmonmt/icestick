## flow/design.v

```verilog
module ball_logic(clk, reset, ball_hpos, ball_vpos);
   input clk, reset;
   output reg [8:0] ball_hpos;
   output reg [8:0] ball_vpos;
   parameter DISPLAY_WIDTH = 256;
   parameter DISPLAY_HEIGHT = 240;
   parameter BALL_SIZE = 4;
   localparam BALL_HORIZ_INITIAL = DISPLAY_WIDTH / 2;
   localparam BALL_VERT_INITIAL = DISPLAY_HEIGHT / 2;
   reg [8:0] 	    ball_horiz_move;
   reg [8:0] 	    ball_vert_move;
   always @(posedge clk or posedge reset) begin
	if (reset) begin
	   ball_hpos <= BALL_HORIZ_INITIAL;
	   ball_vpos <= BALL_VERT_INITIAL;
	   ball_horiz_move <= 2;
	   ball_vert_move <= -2;
	end else begin
	   ball_hpos <= ball_hpos_next;
	   ball_vpos <= ball_vpos_next;
	   ball_horiz_move <= ball_horiz_move_next;
	   ball_vert_move <= ball_vert_move_next;
	end
   end
   wire ball_horiz_collide = (ball_hpos == 0 || ball_hpos >= DISPLAY_WIDTH - BALL_SIZE);
   wire ball_vert_collide = (ball_vpos == 0 || ball_vpos >= DISPLAY_HEIGHT - BALL_SIZE);
   wire [8:0] ball_horiz_move_next = ball_horiz_collide ? -ball_horiz_move : ball_horiz_move;
   wire [8:0] ball_vert_move_next = ball_vert_collide ? -ball_vert_move : ball_vert_move;
   wire [8:0] ball_hpos_next = ball_hpos + ball_horiz_move_next;
   wire [8:0] ball_vpos_next = ball_vpos + ball_vert_move_next;
endmodule  
```

## flow/run.sh

```bash
#!/bin/bash
# OpenROAD 26Q1-2900-gdf79404cd8, Yosys 0.63+post, stock flow scripts
make -C /OpenROAD-flow-scripts/flow DESIGN_CONFIG=/design/flow/config.mk WORK_HOME=/design/flow/orfs finish
```

## flow/config.mk

```make
export PLATFORM = sky130hd
export DESIGN_NAME = ball_logic
export DESIGN_NICKNAME = ball_logic
export VERILOG_FILES = /design/flow/design.v
export SDC_FILE = /design/flow/constraint.sdc
export NUM_CORES = 4
export LEC_CHECK = 1
export CORE_UTILIZATION = 40
```

## flow/constraint.sdc

```tcl
current_design ball_logic

set clk_period 3.1
set clk_io_pct 0.2

create_clock -name clk0 -period $clk_period [get_ports {clk}]

set non_clock_inputs [all_inputs -no_clocks]
set_input_delay [expr $clk_period * $clk_io_pct] -clock clk0 $non_clock_inputs
set_output_delay [expr $clk_period * $clk_io_pct] -clock clk0 [all_outputs]
```

==> deck_impl_summary.md <==
Physical Implementation Snapshot

Pwr
  – Worst vdd ir: 0.000252 V
  – LEAKAGE: 0.836 nW
  – Power Density: 369 nW/um2
  – Overall power: 717 uW

Clocking
  – Clock tree buffer depth: 2
  – # Post-CTS Setup Buffers: 0
  – Worst-path clk slew: 60 ps
  – Root Driver: clkbuf_8
  – Clock Sink Count: 30
  – Max H-tree Level: 2
  – Worst skew pair latency: 280 ps
  – Clock buffer count from CTS: 5
  – TritonCTS clock tree: built

Outcome
  – Status: finished clean

Cells and area
  – Final Cell Area: 1940 um2
  – Fill cell count: 315
  – Layout cell share with drive strength beyond 1: 21.0%
  – Synth-to-layout area growth: 20.1%
  – Comb area: 810 um2
  – Fin util: 51.5%
  – FF+latch area: 766 um2

Drt
  – Via Count: 1075
  – DRC viols: 0
  – DRT Pass-1 Iters: 4
  – DRT iter0 DRCs: 35
  – Via density: 5.12
  – DR WL/cell: 13.2 um
  – WL final: 2.78 mm
  – Post-DRT Antenna Nets: 0
  – # diodes: 0

GRT
  – GRT Util Overall: 16.2%
  – Largest net degree at the start of global routing: 17
  – Number of global-route vias before repair: 1147
  – Total congestion overflow: 0
  – First-pass GRT wire length: 5.20 mm
  – Initial antenna violation count: 0

Worst setup path
  – FF-to-FF Start: ball_hpos[4]
  – WP data arrival: 3090 ps
  – Reg-to-Reg End: ball_hpos[7]
  – CP startpoint kind: register
  – Max FO, Critical Path: 7
  – Critical Path RT: 3300 ps
  – Kind of end point of the critical path: register
  – Reg2reg path depth: 9
  – Worst reg2reg setup slack: 210 ps
  – Setup CP Type: register to register

Logic synthesis
  – Synthesized registers: 30
  – Number of enable flip-flop cells: 0
  – Seq/Total Area, Yosys: 47.4%
  – Mean Syn Cell Area: 11.8 um2
  – Main synth FF type: dfrtp_1
  – Yosys cell count: 137
  – Ys Warns: 1
  – Cells after synthesis: 137
  – Cell Type Count: 36
  – Ys async rst share: 100%
  – YS chip area: 1620 um2
  – Synth Cell Area: 1620 um2

Placement
  – HPWL reported at the end of detailed placement: 2.07 mm
  – DP Area: 1840 um2
  – GPL Wtd Cong: 0.766
  – Port Buf Inserts: 17

Final timing
  – Final Hold Fails: 0
  – Min Tclk post-route: 2890 ps
  – RSZ-0062 raised after global routing: no
  – Setup TNS: 0 ps
  – Worst-Margin Slew: 588 ps
  – Fin. max-slew vios: 0
  – Final setup fails: 0
  – Fmax: 346 MHz
  – Clk_skew: 2.50 ps
  – Relative slew slack: 60.8%
  – Fin crit share: 93.3%

Floorplanning
  – Die width: 65.6 um
  – Site Rows: 22
  – Total die area: 4300 um2
  – Die H: 65.6 um
  – Core area: 3770 um2
  – Initial Utilization: 42.9%
  – Ports: 20

Min path
  – Hold path depth: 1
  – End point of the worst hold path: ball_horiz_move[3]
  – Hold Crit Class: register to register
  – Hold Path Origin: ball_horiz_move[3]

Flow run
  – OpenROAD warning count: 25
  – Max-cap violation count: 0
## cell usage in the layout, fill, tap and decap left out, types with 2 or more instances in the layout
cell / synthesis / layout
or3_1: 2 / 2
xor2_1: 4 / 4
nor3_1: 3 / 3
or4_4: 2 / 2
or4b_2: 2 / 2
nor2_1: 5 / 5
xnor2_1: 20 / 19
o22ai_2: 2 / 2
clkbuf_8: 0 / 6
nand2_1: 2 / 2
nor3_2: 2 / 2
clkdlybuf4s50_1: 0 / 17
conb_1: 1 / 2
nand2b_1: 2 / 2
nand3_1: 3 / 3
a31oi_1: 2 / 2
o2111ai_1: 2 / 2
dfstp_2: 12 / 12
inv_1: 10 / 10
fa_1: 2 / 2
o21ai_0: 4 / 4
a21oi_1: 6 / 6
o211ai_1: 2 / 2
dfrtp_1: 18 / 18
a21o_1: 3 / 3
nor2_2: 2 / 2
ha_1: 12 / 12
## area by class of cell
type	instances	share of cell area, %
multi-input cells	96	41.7
inverters	10	1.93
flip-flops and latches	30	39.4
repair buffers	18	9.15
clock buffers	7	4.45
clock inverters	1	0.258
well taps	48	3.09
## critical path, cell delays in order, from the launching register on
cell and delay, ps:
dfrtp_1 420, or4_4 560, o22ai_2 150, nor2_2 150, xnor2_1 180, ha_1 370
a21o_1 140, a21oi_1 110, or4b_2 620, o2111ai_1 110
## per-layer routing
metal	GRT usage, %	vias up	part of all wire (%)
met5	0	-	0
met4	2.72	0	1.9
met3	3.17	7	3.4
met2	24.9	22	46
met1	25.2	515	49
li1	-	531	-
## how the worst max path moves through the flow
stage / startpoint / end / cells after the start
CTS: ball_hpos[4] / ball_hpos[7] / 9
global route: ball_hpos[4] / ball_hpos[7] / 9
finish: ball_hpos[4] / ball_hpos[7] / 9
## through the flow
| step | hold slack, ps | std cells | setup slack [ps] |
|---|---|---|---|
| 4_1_cts | 478 | 210 | 167 |
| 2_1_floorplan | 450 | 138 | 444 |
| 3_3_place_gp | 464 | 202 | 235 |
| 6_report | 479 | 210 | 209 |
| 5_1_grt | 498 | 210 | 44.3 |
| 3_5_place_dp | 467 | 202 | 197 |
## report_power, final
part	internal [mW]	leakage [nW]	total, mW	switching (mW)
registers	0.393	0.397	0.393	0
clock network	0.179	0.0482	0.315	0.137
logic	0.00198	0.392	0.00955	0.00757
total	0.573	0.836	0.717	0.144
## flip-flops by register name (all words and copies together) (netlist names)
signal,count
ball_hpos,8
ball_vpos,8
ball_horiz_move,7
ball_vert_move,7
## repair_timing
item	CTS	global route
gates resized	0	1
hold buffers	0	0
endpoints found under the setup margin	0	1
## synthesized netlist by cell type (3+ instances only)
library cell  number  share of area [%]
nor3_1             3               0.93
dfstp_2           12                 20
xnor2_1           20                 11
nand3_1            3               0.93
inv_1             10                2.3
ha_1              12                9.3
dfrtp_1           18                 28
a21o_1             3                1.4
o21ai_0            4                1.2
a21oi_1            6                1.9
xor2_1             4                2.2
nor2_1             5                1.2
## logic make-up (layout without fill, tap and decap cells)
group           after synthesis  in the layout  share of synthesized area, %
compound gates               27             27                          12.9
xor+xnor                     24             24                          13.0
fa+ha+maj                    14             14                          11.8
buf+inv                      12             36                          3.25
flops                        30             30                          47.4
other cells                   1              2                         0.232
simple gates                 29             29                          11.5
Power and IR drop assume default switching activity.
