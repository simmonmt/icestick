### flow/design.v
module ram_sync(clk, addr, din, dout, we);
   parameter A = 10;   
   parameter D = 8;    
   input              clk;    
   input      [A-1:0] addr;   
   input      [D-1:0] din;    
   output reg [D-1:0] dout;   
   input 	      we;     
   reg [D-1:0] 	  mem [0:(1<<A)-1];   
   always @(posedge clk) begin
      if (we)
	mem[addr] <= din;
      dout <= mem[addr];
   end
endmodule  
module ram_async(clk, addr, din, dout, we);
  parameter A = 10;  
  parameter D = 8;   
  input  clk;		 
  input  [A-1:0] addr;	 
  input  [D-1:0] din;	 
  output [D-1:0] dout;	 
  input  we;		 
  reg [D-1:0] mem [0:(1<<A)-1];  
  always @(posedge clk) begin
    if (we)		 
      mem[addr] <= din;	 
  end
  assign dout = mem[addr];  
endmodule
### flow/run.sh
#!/bin/bash
# OpenROAD 26Q1-2900-gdf79404cd8, Yosys 0.63+post, stock flow scripts
make -C /OpenROAD-flow-scripts/flow DESIGN_CONFIG=/design/flow/config.mk WORK_HOME=/design/flow/orfs finish
### flow/config.mk
export PLATFORM = sky130hd
export DESIGN_NAME = ram_async
export DESIGN_NICKNAME = ram_async
export VERILOG_FILES = /design/flow/design.v
export SDC_FILE = /design/flow/constraint.sdc
export NUM_CORES = 4
export LEC_CHECK = 1
export CORE_UTILIZATION = 50
export SYNTH_MEMORY_MAX_BITS = 65536
### flow/constraint.sdc
current_design ram_async

set clk_period 34.2
set clk_io_pct 0.2

create_clock -name clk0 -period $clk_period [get_ports {clk}]

set non_clock_inputs [all_inputs -no_clocks]
set_input_delay [expr $clk_period * $clk_io_pct] -clock clk0 $non_clock_inputs
set_output_delay [expr $clk_period * $clk_io_pct] -clock clk0 [all_outputs]
==> flow_metrics.tcl <==
# collected from the flow reports
set metrics [dict create \
    status "completed" \
    die-area_um2 635000 \
    wirelength_mm 899 \
    path_class "in2out" \
    grt_max_degree 133 \
    place_congestion 0.911 \
    hold_buffers 0 \
    drive_gt1_share_pct 15.6 \
    timing.fmax_mhz 42.9 \
    largest_reg_flops 8192 \
    fin_crit_sh_pct 68.2 \
    port_buffers 27 \
    reg.largest.list "mem (8192)" \
    warnings 51 \
    timing_hold_violations_final 0 \
    cts-resized-gates 0 \
    drt_iter0_drc 11000 \
    critPathLaunchType "input pin" \
    arrival_ps 16480 \
    flop_cell "edfxtp_1" \
    cap_violations 0 \
    utilization_pct 56.3 \
    synthesis.area_um2 316000 \
    die_w_um 797 \
    critPathMaxFanout 66 \
    async_reset_ff_share_pct 0 \
    power.internal_uw 16000 \
    core_area_um2 629000 \
    layout-area-overhead-vs-synth_pct 12.1 \
    yosys_warnings 1 \
    total_power_uw 20400 \
    dp.cells 24800 \
    avgSynthCellArea_um2 19.0 \
    cts_tree "yes" \
    synthDistinctLibCells 58 \
    switching_power_uw 4390 \
    end_kind "output pin" \
    worstMarginPinSlew_ps 1350 \
    cts_setup_buffers 0 \
    vias 162000 \
    min_path_type "in2reg" \
    slew-limit-headroom_pct 9.62 \
    switching_share_pct 21.6 \
    yosys_area_um2 316000 \
    cts_buffers 813 \
    path_clk_slew_ps 60 \
    netlist_instances 16700 \
    hold_path_depth 1 \
    post_drt_wl_per_cell_um 34.0 \
    drt-pass1-iter-count 6 \
    place_hpwl_mm 557 \
    yosys_cells 16700 \
    grtUsageTotal_pct 31.9 \
    worstPathCellList "buf_16 > buf_4 > buf_4 > buf_4 > buf_4 > buf_4 > buf_4 > buf_4 > buf_4 > mux4_2 > a211oi_1 > o211ai_1 > nor2_1 > nor3_1 > buf_4 > nor4_2 > buf_4 > nand4_1 > clkdlybuf4s50_1" \
    path_common_cell "buf_4" \
    rows 291 \
    max_stage_delay_ps 870 \
    grt_first_pass_wirelength_mm 1270 \
    die_h_um 797 \
    largest_register "mem" \
    post-place-ws_ps 10950 \
    clock_sinks 8192 \
    synth_seq_share_pct 77.8 \
    p_comb_share_pct 4.6 \
    edf_count 8192 \
    rsz0062_at_grt "false" \
    cp_slowest_cell "nor4_2" \
    power_leakage_uw 0.116 \
    fp-utilization_pct 50.3 \
    ys_seq_elements 8192 \
    critPathRequiredTime_ps 27360 \
    fin_setup_tns_ps 0 \
    finalWorstPathRequiredPeriod_ps 23320 \
    ioPinCount 28 \
    setup_viol 0 \
    slew_viol_final 0 \
    cts_buffer_depth 4 \
    viasPerCell 6.13 \
    peakVddDrop_v 0.0000664 \
    ant_nets 0 \
    fin_cells 26400 \
    power_density_nw_per_um2 57.5 \
    cts.htree.levels 6 \
    final_common_cell "edfxtp_1" \
    cts_root_buf "clkbuf_16" \
    fin_ws_ps 10880 \
    grt_pass1_vias 171000 \
    power_frac_clock_pct 41.1 \
    p_seq_share_pct 54.3 \
    antenna_found_initial 70 \
    grt-ovfl-total 0 \
    final_cell_mix "edfxtp_1 (8,192), mux2i_1 (2,684), nor2_1 (1,376)" \
    drc 0 \
]
[Yosys cell counts, drive strengths merged (7+ instances only)]
library cell,n,area share (%)
mux4,748,5.3
nor3,174,0.28
o31ai,19,0.045
mux2i,2684,8.5
mux2,15,0.053
a211o,13,0.036
edfxtp,8192,78
a211oi,51,0.12
a2111oi,14,0.045
a311oi,10,0.028
nor3b,7,0.017
o2111ai,106,0.29
o22ai,1098,2.2
nand3,23,0.036
or4,31,0.075
o22a,12,0.033
nand2,231,0.27
o21ai,127,0.20
nand2b,15,0.030
a22o,28,0.078
buf,621,1.1
a31oi,34,0.067
nor4,195,0.39
nand4,15,0.030
a22oi,145,0.34
clkbuf,459,0.55
nor2,1385,1.6
nor2b,7,0.014
a21oi,75,0.12
o211ai,67,0.16
[per-layer routing]
metal | track usage, % | share of wire [%] | wire length (um) | vias up
met1 | 41.5 | 32 | 286000 | 81700
met2 | 42.9 | 45 | 409000 | 9243
met4 | 11.8 | 4.4 | 39800 | 83
met5 | 1.57 | 0.12 | 1100 | -
li1 | - | - | - | 69200
met3 | 25.0 | 18 | 164000 | 1673
[logic make-up (layout without fill, tap and decap cells)]
family,after synthesis,after routing,share of synthesized area (%)
multiplexers,3447,3447,13.9
AND-OR/OR-AND,1817,1817,3.79
AND/OR/NAND/NOR,2117,2117,2.87
other,0,120,0
flip-flops,8192,8192,77.8
buffers and inverters,1083,2373,1.62
[power groups by stage]
stage / Sequential (uW) / Clock [uW] / Combinational (uW)
5_1_grt: 11000 / 8850 / 990
4_1_cts: 11100 / 8490 / 937
6_report: 11100 / 8380 / 936
[stage by stage]
step | instance area, um^2 | hold slack, ps
finish | 354000 | 6090
global route | 354000 | 6110
CTS | 354000 | 6050
detailed placement | 329000 | 7280
global placement | 329000 | 7270
floorplan | 316000 | 6940
[area by class of cell]
cell class | count | area, um^2
well taps | 8350 | 10400
fillers | 46300 | 274000
flip-flops and latches | 8192 | 246000
clock inverters | 458 | 3400
inverters | 3 | 21.3
diodes | 120 | 300
repair buffers | 891 | 7140
multi-input cells | 7381 | 65600
clock buffers | 1021 | 21400
[path summary, 6_finish.rpt]
check / startpoint / end / slack, ps
setup / recovery: addr[1] / dout[4] / 10880
hold / removal: din[0] / mem[291][0] / 6090
[worst max-delay path, delay by kind of cell]
| family | cells | cell delay (ps) |
|---|---|---|
| compound gates | 2 | 530 |
| simple gates | 4 | 2020 |
| mux | 1 | 400 |
| buf+inv | 12 | 6440 |
